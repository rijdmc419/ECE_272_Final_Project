### ./config.mk
export PLATFORM = sky130hd
export DESIGN_NAME = data_concatenation
export DESIGN_NICKNAME = data_concatenation
export VERILOG_FILES = /design/flow/design.v
export SDC_FILE = /design/flow/constraint.sdc
export NUM_CORES = 4
export LEC_CHECK = 1
export CORE_AREA = 10 10 77 77
export DIE_AREA = 0 0 87 87
### ./constraint.sdc
current_design data_concatenation

set clk_period 1.5
set clk_io_pct 0.2

create_clock -name clk0 -period $clk_period [get_ports {clk}]

set non_clock_inputs [all_inputs -no_clocks]
set_input_delay [expr $clk_period * $clk_io_pct] -clock clk0 $non_clock_inputs
set_output_delay [expr $clk_period * $clk_io_pct] -clock clk0 [all_outputs]
### ./design.v
module data_concatenation( input logic data,
									input logic clk,
									input logic [3:0] counter,
									output logic [7:0] y);
			logic [7:0] a;					
	always_ff @(posedge clk) 
		if (counter == 11) 
			 a <= 0; 
		else if(counter == 1 | counter == 11)
			 a <= a;
		else if (counter == 10)
			 y <= a;
		else
			 a[counter-1] <= data;
endmodule
### ./run.sh
#!/bin/bash
# OpenROAD 26Q1-2900-gdf79404cd8, Yosys 0.63+post, stock flow scripts
make -C /OpenROAD-flow-scripts/flow DESIGN_CONFIG=/design/flow/config.mk WORK_HOME=/design/flow/orfs finish
==> run summary <==
run results: f_max=0.4314 GHz, WS Path Type=primary input to flop, NetSw=326.9 uW, Adders+Majority by Area=0.1379, Log Warnings=33, worst hold path class=flop to flop, crit-path most repeated cell=ha_4, Yosys Instances=111, most area-consuming cells after synthesis=edfxtp_1, dfxtp_1, ha_1, nand2_1, mux2i_1, RSZ-0062 raised after global routing=true, critical path launch point type=primary input, CP bufs+invs=2, Slew HR=0.4688, CTS H-tree lvls=1, vias=953, Gate Area=853.3 um2, status=complete, but fails checks, dpl hpwl=1875 um, clk_skew=0.002286 ns, routability cong.=0.8121, Net Sw Frac=0.2660, Layout area overhead=61.72%, top comb family, area=simple AND/OR/NAND/NOR gates, mux share=0.04598, number of cell rows=24, CP Max Fanout=6, internal power=902.2 uW, Gate power share=0.334, clk sinks=16, Die Span Y=87 um, Slew Limit Fails=0, XOR/XNOR Area Share=0.03793, critical path's top delay family=simple AND/OR/NAND/NOR gates, total negative slack=-6.011 ns, vias in the first global route=871, DRT antenna net count=0, post-synthesis cell count=111, CTS tree=done, DR iter-0 viols=39, DRC Markers=0, Clk pwr share=0.253, Flop pwr share=0.413, CP endpoint kind=flop, final worst path period share=1.545, ys async rst share=0, Power Density=698.2 nW/um2, VDD IR max=0.2322 mV, Seq/Total Area, Yosys=0.3678, Routed Wire Length=2394 um, Synth top area share=0.2207, I/O pins=14, Sequential Area=400.4 um2, Latency at later pin=0.24 ns, Top cell excl fill/tap=buf_4, post-route minimum period=2.318 ns, Chip Area=7569 um2, fillcell total=399, Hold Slack=0.4266 ns, Core Area=4354 um2, Crit-path slowest cell=or3b_4, Post-Synthesis Cell Area=1089 um2, CTS max path bufs=2, post-route setup slack=-0.8178 ns, Yosys top cell by area=edfxtp_1, count of final setup violators=8, largest net degree at the start of global routing=11, initial antenna violation count=0, port bufs=13, layout cell share with drive strength beyond 1=0.4351, Worst Path Required=1.67 ns, synth warn=1, Hold Vio Cnt, Final=0, Initial Util=0.2500, Avg Cell Area, Syn=9.807 um2, total power=1229 uW, main flop type=edfxtp_1, Lkg Pwr=0.0006987 uW, Compound-Gate Fraction of Synth Area=0.09540, CP Data Arrival Time=2.49 ns, Via density=4.626, max-cap violation count=0, First-pass DRT Iterations=4, Worst-path clk slew=0.06 ns, count of library flops with an enable pin=8, Least-Margin Pin Slew=0.7906 ns, routed length per instance=11.62 um, Top Layout Cells=buf_4, nand2_1, clkdlybuf4s50_1, Critical Path Max Stage Delay=0.48 ns, # diodes=0, Die X=87 um, root buffer cell=clkbuf_8, crit path cell chain=buf_8 > clkinvlp_4 > ha_4 > or3b_4 > ha_4 > nor4bb_4 > and4_4 > o21ai_4 > or3_1 > a21oi_1, failing checks=setup timing, Netlist cell types=36, first-pass GRT wire length=3981 um, Flops after synth=16, CTS Buf Count=3, post-synthesis chip area from yosys=1089 um2, gr ovfl total=0, GRT Util Overall=0.06087, hold_buf cts=0, Simple Share, Synth=0.2805
-- registers in the layout, indices dropped and copies added (netlist names) --
| name | flops |
|---|---|
| a | 8 |
| y | 8 |
-- stage by stage --
step | cell area, um2 | setup WS [ns] | util | cells
after detailed placement | 1575 | -1.573 | 0.3618 | 197
after CTS | 1690 | -0.8670 | 0.3882 | 204
after global placement | 1575 | -1.553 | 0.3618 | 197
after floorplan | 1220 | -0.9129 | - | 111
final | 1760 | -0.8178 | 0.4043 | 206
after global routing | 1760 | -0.9051 | 0.4043 | 206
-- area by class of cell --
| type | count | area share |
|---|---|---|
| inverters | 5 | 0.01421 |
| well taps | 52 | 0.03696 |
| clock inverters | 1 | 0.002132 |
| multi-input cells | 87 | 0.4847 |
| repair buffers | 42 | 0.2111 |
| flip-flops and latches | 16 | 0.2274 |
| clock buffers | 3 | 0.02345 |
-- layer usage --
metal	up-vias	wire, um	global-route usage
li1	496	-	-
met1	437	1140	0.08187
met2	18	1101	0.1046
met3	2	146	0.008491
met4	0	6	0.005891
met5	-	0	0
-- synthesized netlist by cell type, types with 2 or more instances --
| library cell | number |
|---|---|
| and3_1 | 3 |
| nand3_1 | 4 |
| nand3b_1 | 2 |
| inv_1 | 5 |
| clkbuf_1 | 2 |
| nand4b_1 | 2 |
| ha_1 | 12 |
| dfxtp_1 | 8 |
| a21oi_1 | 4 |
| nand2_1 | 14 |
| mux2i_1 | 5 |
| or3_1 | 2 |
| o41ai_1 | 2 |
| nor2_1 | 10 |
| edfxtp_1 | 8 |
| o21ai_0 | 4 |
| nor3_1 | 2 |
| nor4bb_1 | 4 |
-- final timing paths --
check	cells past startpoint	from	slack (ns)	end
max	10	counter[0]	-0.82	a[3]$_SDFFE_PN0P_
min	0	a[3]$_SDFFE_PN0P_	0.43	y[3]$_DFFE_PP_
max reg2reg	2	a[2]$_SDFFE_PN0P_	0.86	a[2]$_SDFFE_PN0P_
min reg2reg	0	a[3]$_SDFFE_PN0P_	0.43	y[3]$_DFFE_PP_
-- power groups by stage --
stage | Clock, uW | Sequential (uW) | Combinational, uW
finish | 311 | 508 | 410
global route | 338 | 511 | 447
CTS | 317 | 508 | 372
-- what timing repair did --
action                                  4_1_cts  5_1_grt
resized                                      22       13
buffers inserted                              3        2
pin swaps                                    13       11
endpoints found under the setup margin       16        8
-- cells by family after synthesis --
kind of cell | after synthesis
buffers and inverters | 8
xor gates and xnor gates | 3
DFF | 16
muxes | 5
AOI/OAI and AO/OA | 15
adders and majority gates | 12
and+or+nand+nor | 52
Power and IR drop assume default switching activity.
