==> flow/design.v <==
module SIPO #(parameter N = 10) (input logic in, clk, res,
										   output logic [N-1:0] out);
				logic [3:0] count;
				logic [N-1: 0] inter, previous;
				logic trigger;
				always_ff @ (negedge clk)
				begin 
					if ((count == N) | res)
					begin
						count <= 0;
					end
					else
					begin
						inter[count] <= in;
						count = count + 1;
					end
				end
				assign trigger = (previous[8:1] == 8'hF0);
				assign previous = inter;
				always_comb
				case(trigger)
				0: out = inter;
				1: out = 10'b0;
				endcase
endmodule
==> flow/run.sh <==
#!/bin/bash
# OpenROAD 26Q1-2900-gdf79404cd8, Yosys 0.63+post, stock flow scripts
make -C /OpenROAD-flow-scripts/flow DESIGN_CONFIG=/design/flow/config.mk WORK_HOME=/design/flow/orfs finish
==> flow/config.mk <==
export PLATFORM = sky130hd
export DESIGN_NAME = SIPO
export DESIGN_NICKNAME = SIPO
export VERILOG_FILES = /design/flow/design.v
export SDC_FILE = /design/flow/constraint.sdc
export NUM_CORES = 4
export LEC_CHECK = 1
export CORE_AREA = 10 10 81 81
export DIE_AREA = 0 0 91 91
==> flow/constraint.sdc <==
current_design SIPO

set clk_period 2.6
set clk_io_pct 0.2

create_clock -name clk0 -period $clk_period [get_ports {clk}]

set non_clock_inputs [all_inputs -no_clocks]
set_input_delay [expr $clk_period * $clk_io_pct] -clock clk0 $non_clock_inputs
set_output_delay [expr $clk_period * $clk_io_pct] -clock clk0 [all_outputs]
==> flow_metrics.tcl <==
# place-and-route summary
set metrics [dict create \
    status "finished with violations" \
    violations "negative setup slack" \
    antenna_found_initial 0 \
    crit_family "simple AND/OR/NAND/NOR gates" \
    fp_util 0.199 \
    yosysUniqueCellTypes 35 \
    routedWlPerCell_microns 10.5 \
    hp-class "reg2reg" \
    worstSkewPairLatency_ps 310 \
    path_max_fanout 2 \
    warnings 47 \
    switching_share 0.312 \
    clockRootBuffer "clkbuf_8" \
    p_int_uw 497 \
    regArea_sq_um 380 \
    vias_per_cell 4.02 \
    rsz0062_at_grt "yes" \
    ys.flop_type "edfxtp_1" \
    leakagePower_uw 0.000593 \
    peakVddDrop_v 0.000203 \
    r2r_slack_ps 380 \
    pwr-share-clk 0.357 \
    logic_area_sq_um 531 \
    drive_gt1_frac 0.319 \
    ys_chip_area_sq_um 958 \
    vias 824 \
    rr_endpoint "inter[7]" \
    setup_viol_count_final 10 \
    synthesis.area_sq_um 958 \
    slowest_stage "edfxtp_1" \
    cp_common_cell "and3_1" \
    numCtsBuffers 3 \
    slew_viol_final 0 \
    remaining_drc_errors 0 \
    yosys.area.top_type "edfxtp_1" \
    synth_top_area_share 0.313 \
    reg2reg_depth 6 \
    yosysCellCount 96 \
    cp_cell_sequence "nor4_2, and3_1, and3_1, buf_4, nor2b_1, buf_2" \
    grt_pass1_vias 823 \
    path_clk_slew_ps 30 \
    synth.most_common_cell "edfxtp_1" \
    worst_setup_path_start_kind "register" \
    syn_avg_cell_area_sq_um 9.98 \
    worst_slew_pin_slew_ps 548 \
    drt_iter0_markers 73 \
    dpl_worst_slack_ps -747 \
    die.size.y_microns 91 \
    ant_nets 0 \
    port_buffers 12 \
    clock_path_buffers 2 \
    postSynthSeqShare 0.397 \
    cts_tree "done" \
    fin_skew_ps 6.38 \
    edf_count 10 \
    fp-row-count 25 \
    gp_congestion 0.865 \
    area_delta_synth_final_pct 43.0 \
    hold_path_startpoint "count[0]" \
    min_to "count[0]" \
    hold_buffers 0 \
    arrival_ps 2920 \
    cap_violations 0 \
    critPathCaptureType "output port" \
    dieArea_sq_um 8280 \
    cts_num_sinks 14 \
    fillers 508 \
    die-width_microns 91 \
    n_antenna_cell 0 \
    synth-seq-cells 14 \
    crit_buf_inv 2 \
    dpl.hpwl_microns 1570 \
    grt_max_degree 13 \
    worstHoldPathCells 2 \
    critical-path-max-stage-delay_ps 380 \
    gr-total-overflow 0 \
    p_sw_uw 226 \
    seqPwrFrac 0.396 \
    critical_path_class "reg2out" \
    fin_util 0.284 \
    slew_headroom 0.631 \
    drtPass1Iterations 4 \
    htreeDepth 1 \
    track_usage 0.0527 \
    pwr-share-comb 0.246 \
    tns_ps -5480 \
    grt_pass1_wl_microns 3690 \
    synth_cells 96 \
    wl_microns 2150 \
    pwr_density_cell_nw_per_um2 528 \
    yosys-top-cells-area "edfxtp_1 (31%), dfxtp_1 (8.4%), ha_1 (7.8%)" \
    yosysWarnings 1 \
    hold_viol 0 \
    ioPinCount 13 \
    core_area_sq_um 4820 \
    holdWs_ps 610 \
    synthTopCellsByCount "edfxtp_1 (10), nand2_1 (8), ha_1 (6), inv_1 (6), nor2_1 (6)" \
    cp_data_required_time_ps 2080 \
    setup_ws_ps -842 \
    r2r_start "count[1]" \
    synthArstFlopShare 0 \
]
[registers in the layout, summed over array words and instances, names as in the netlist]
| name | flops |
|---|---|
| count | 4 |
| inter | 10 |
[worst max-delay path by stage]
stage | from | cells past startpoint | end
4_1_cts | inter[1] | 6 | out[9]
6_report | inter[4] | 6 | out[9]
5_1_grt | inter[2] | 6 | out[9]
[logic make-up after synthesis]
logic type,synth area share
mux,0.0274
flops,0.397
xor+xnor,0.0274
fa+ha+maj,0.0783
simple gates,0.183
buf+inv,0.0731
compound gates,0.214
[power by group through the flow]
stage     clock, uW  sequential, uW  combinational [uW]
6_report        258             287                 178
5_1_grt         297             290                 199
4_1_cts         271             286                 178
[per-layer routing]
metal / up-vias / share of wire / GRT usage / wire length, microns
met5: - / 0 / 0 / 0
met4: 0 / 0.0056 / 0.0144 / 12
met3: 2 / 0.058 / 0.0249 / 124
met2: 15 / 0.41 / 0.0740 / 876
met1: 376 / 0.53 / 0.0712 / 1130
li1: 431 / - / - / -
[worst register-to-register path, delay by kind of cell (launching register included)]
family          cells  cell delay, ps
flops               1             570
fa+ha+maj           1             310
simple gates        2             580
compound gates      2             370
buf+inv             1             130
[layout make-up]
type / instances / share of cell area
well taps: 67 / 0.0612
repair buffers: 32 / 0.182
clock buffers: 3 / 0.0301
inverters: 5 / 0.0164
clock inverters: 15 / 0.0420
flip-flops and latches: 14 / 0.278
multi-input cells: 68 / 0.387
repair inverters: 1 / 0.00365
[metrics by stage]
step	total power [uW]	cell area, sq um	cells
detailed placement	497	1240	183
global placement	495	1240	183
global route	786	1370	205
floorplan	422	962	96
finish	723	1370	205
CTS	735	1370	206
[repair_timing]
action,4_1_cts,5_1_grt
setup buffers,6,1
endpoints found under the setup margin,30,11
gates resized,38,5
cloned,1,0
pin swaps,6,4
[layout by cell type, fill, tap and decap left out, types with 2 or more instances in the layout]
master,netlist,routed
and2_1,2,2
a22o_1,2,2
nor2b_1,4,4
a32o_1,3,3
dlygate4sd2_1,0,2
nor2_1,6,6
buf_2,2,6
clkinvlp_2,0,2
inv_1,6,18
ha_1,6,6
buf_6,2,5
o2bb2ai_1,2,2
a21boi_2,0,2
nor3_1,2,2
o211ai_1,2,2
a21oi_1,2,2
buf_4,0,18
xnor2_1,3,3
o31ai_1,2,2
and3_1,3,3
nand3_1,3,3
clkbuf_8,0,3
edfxtp_1,10,10
dfxtp_1,4,4
nand2_1,8,8
Power is estimated from default activity; no workload was simulated.
